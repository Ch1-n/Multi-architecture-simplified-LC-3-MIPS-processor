## design/flow/config.mk

```make
export PLATFORM = sky130hd
export DESIGN_NAME = add16
export DESIGN_NICKNAME = add16
export VERILOG_FILES = /design/flow/design.v
export SDC_FILE = /design/flow/constraint.sdc
export NUM_CORES = 4
export LEC_CHECK = 1
export CORE_AREA = 10 10 70 70
export DIE_AREA = 0 0 80 80
```

## design/flow/constraint.sdc

```tcl
current_design add16

set clk_period 15.5
set clk_io_pct 0.2

create_clock -name clk0 -period $clk_period

set non_clock_inputs [all_inputs -no_clocks]
set_input_delay [expr $clk_period * $clk_io_pct] -clock clk0 $non_clock_inputs
set_output_delay [expr $clk_period * $clk_io_pct] -clock clk0 [all_outputs]
```

## design/flow/design.v

```verilog
module add16(CYI, OP_A, OP_B, CYO, SUM);
    input         CYI;
    input [15:0]  OP_A;
    input [15:0]  OP_B;
    output        CYO;
    output [15:0] SUM;
    wire [15:0]   CARRY;
    full_adder C0(.A(OP_A[0]), .B(OP_B[0]), .CYI(CYI), .SUM(SUM[0]), .CYO(CARRY[0]));
    full_adder C1(.A(OP_A[1]), .B(OP_B[1]), .CYI(CARRY[0]), .SUM(SUM[1]), .CYO(CARRY[1]));  
    full_adder C2(.A(OP_A[2]), .B(OP_B[2]), .CYI(CARRY[1]), .SUM(SUM[2]), .CYO(CARRY[2]));  
    full_adder C3(.A(OP_A[3]), .B(OP_B[3]), .CYI(CARRY[2]), .SUM(SUM[3]), .CYO(CARRY[3]));  
    full_adder C4(.A(OP_A[4]), .B(OP_B[4]), .CYI(CARRY[3]), .SUM(SUM[4]), .CYO(CARRY[4]));  
    full_adder C5(.A(OP_A[5]), .B(OP_B[5]), .CYI(CARRY[4]), .SUM(SUM[5]), .CYO(CARRY[5]));  
    full_adder C6(.A(OP_A[6]), .B(OP_B[6]), .CYI(CARRY[5]), .SUM(SUM[6]), .CYO(CARRY[6])); 
    full_adder C7(.A(OP_A[7]), .B(OP_B[7]), .CYI(CARRY[6]), .SUM(SUM[7]), .CYO(CARRY[7]));
    full_adder C8(.A(OP_A[8]), .B(OP_B[8]), .CYI(CARRY[7]), .SUM(SUM[8]), .CYO(CARRY[8]));
    full_adder C9(.A(OP_A[9]), .B(OP_B[9]), .CYI(CARRY[8]), .SUM(SUM[9]), .CYO(CARRY[9]));
    full_adder C10(.A(OP_A[10]), .B(OP_B[10]), .CYI(CARRY[9]), .SUM(SUM[10]), .CYO(CARRY[10]));
    full_adder C11(.A(OP_A[11]), .B(OP_B[11]), .CYI(CARRY[10]), .SUM(SUM[11]), .CYO(CARRY[11]));
    full_adder C12(.A(OP_A[12]), .B(OP_B[12]), .CYI(CARRY[11]), .SUM(SUM[12]), .CYO(CARRY[12])); 
    full_adder C13(.A(OP_A[13]), .B(OP_B[13]), .CYI(CARRY[12]), .SUM(SUM[13]), .CYO(CARRY[13]));
    full_adder C14(.A(OP_A[14]), .B(OP_B[14]), .CYI(CARRY[13]), .SUM(SUM[14]), .CYO(CARRY[14]));
    full_adder C15(.A(OP_A[15]), .B(OP_B[15]), .CYI(CARRY[14]), .SUM(SUM[15]), .CYO(CARRY[15]));
    assign CYO = CARRY[15];
endmodule
module  add16_tb;
    reg         CYI;
    reg [15:0]  OP_A;
    reg [15:0]  OP_B;
    wire        CYO;
    wire [15:0] SUM;
    add16 U_add16(CYI, OP_A, OP_B, CYO, SUM);  
    initial begin
        $monitor("CYI=%h, OP_A=%h, OP_B=%h, CYO=%h, SUM=%h",CYI, OP_A, OP_B, CYO, SUM);
		#10 OP_A=16'h1111; OP_B=16'h1111; CYI=0;	
		#10 OP_A=16'h1111; OP_B=16'h0000; CYI=0;
      #10 OP_A=16'h1111; OP_B=16'h1100; CYI=1;	
		#10 OP_A=16'h1111; OP_B=16'h1234; CYI=1;	
    end
endmodule
module full_adder(A, B, CYI, SUM, CYO);
    input   A;
    input   B;
    input   CYI;
    output  SUM;
    output  CYO;
    wire    A_XOR_B;
    assign A_XOR_B = A ^ B;
    assign SUM = (A_XOR_B) ^ CYI;
    assign CYO = ((A_XOR_B) & CYI) | (A & B);
endmodule
module full_adder_tb;
	reg A,B,CYI;		 
	wire SUM,CYO;	 
	full_adder U_full_adder( .A(A), .B(B), .CYI(CYI), .SUM(SUM), .CYO(CYO));
	initial begin
		$monitor("A = %b , B = %b CYI = %b, SUM = %b , CYO = %b",A,B,CYI,SUM,CYO);
		#10 A=0; B=0; CYI=0;	 
		#10 A=0; B=1; CYI=0;	 
		#10 A=1; B=0; CYI=0;	 
		#10 A=1; B=1; CYI=0;	 
      #10 A=0; B=0; CYI=1;	 
		#10 A=0; B=1; CYI=1;	 
		#10 A=1; B=0; CYI=1;	 
		#10 A=1; B=1; CYI=1;	 
	end
endmodule
```

## design/flow/run.sh

```bash
#!/bin/bash
# OpenROAD 26Q1-2900-gdf79404cd8, Yosys 0.63+post, stock flow scripts
make -C /OpenROAD-flow-scripts/flow DESIGN_CONFIG=/design/flow/config.mk WORK_HOME=/design/flow/orfs finish
```

==> results.sh <==
# source this file to load flow results
export IMPL_status="completed"
export IMPL_die_area_mm2=0.00640
export IMPL_first_global_vias=461
export IMPL_fin_crit_sh_pct=87.4
export IMPL_wl_um=1510
export IMPL_slew_viol_final=0
export IMPL_grt_overflow=0
export IMPL_num_rows=21
export IMPL_worstSetupEndpoint="SUM[15]"
export IMPL_yosys_stat_seqShare_pct=0
export IMPL_worst_slew_pin_slew_ns=0.109
export IMPL_dp_worst_setup_slack_ns=1.92
export IMPL_finalPower_uw=34.1
export IMPL_fillCellCount=364
export IMPL_fp_dieW_um=80
export IMPL_die_h_um=80
export IMPL_finalCriticalPeriod_ns=13.54
export IMPL_final_setup_worst_slack_ns=1.96
export IMPL_hold_depth=5
export IMPL_cp_data_arrival_time_ns=10.44
export IMPL_num_io_pins=50
export IMPL_max_stage_delay_ns=0.46
export IMPL_hold_buffers=0
export IMPL_met1_length_um=541
export IMPL_end_kind="output port"
export IMPL_ys_chip_area_um2=459
export IMPL_clockBufferCount=0
export IMPL_top_logic_kind="adder cells"
export IMPL_simple_gate_area_share_pct=0
export IMPL_xor_share_pct=0
export IMPL_timing_hold_ws_ns=7.26
export IMPL_maxCapViolCount=0
export IMPL_cellLeakagePower_nw=0.339
export IMPL_ys_warnings_count=0
export IMPL_crit_chain="clkdlybuf4s50_1 -> fa_1 -> fa_1 -> fa_1 -> fa_1 -> fa_1 -> fa_1 -> fa_1 -> fa_1 -> fa_1 -> fa_1 -> fa_1 -> fa_1 -> fa_1 -> fa_1 -> fa_1 -> inv_1 -> fa_1 -> inv_1 -> clkdlybuf4s50_1"
export IMPL_drive_above_1_share_pct=0
export IMPL_drt_iter0_markers=0
export IMPL_ff_count=0
export IMPL_path_delay_family="adder cells"
export IMPL_wl_met2_um=396
export IMPL_setup_violations=0
export IMPL_synthCells=37
export IMPL_critPathBufInv=4
export IMPL_hold_class="in -> out"
export IMPL_antennaDiodeCount=0
export IMPL_max_freq_mhz=73.9
export IMPL_synthMuxAreaShare_pct=0
export IMPL_tns_ns=0
export IMPL_ant_nets=0
export IMPL_detailroute_via_count=380
export IMPL_route_detailed_drc=0
export IMPL_yosysTopAreaCell="fa_1"
export IMPL_core_area_mm2=0.00342
export IMPL_placed_cells=117
export IMPL_wire_per_inst_um=12.9
export IMPL_wl_met3_um=567
export IMPL_critical_path_peak_fanout=1
export IMPL_drtPass1Iterations=1
export IMPL_post_cts_buffers=0
export IMPL_crit_path_top_delay_cell="clkdlybuf4s50_1"
export IMPL_final_cell_area_um2=897
export IMPL_relSlewSlack_pct=92.7
export IMPL_dpl_hpwl_um=1500
export IMPL_fin_cells=117
export IMPL_register_area_um2=0
export IMPL_crit_required_ns=12.40
export IMPL_grtUsageTotal_pct=4.53
export IMPL_finalWeightedCongestion=0.868
export IMPL_grt_max_degree=2
export IMPL_start_kind="input port"
export IMPL_top_cells_by_area="fa_1 70%, buf_4 26%, inv_1 4.1%"
export IMPL_powerDensity_mw_per_mm2=38.0
export IMPL_initial_utilization_pct=13.4
export IMPL_rsz0062_at_grt="false"
export IMPL_setup_worst_path_start="OP_A[0]"
export IMPL_routed_via_density=3.25
export IMPL_openroad_warnings=32
export IMPL_portBuffers=50
export IMPL_synth_compound_area_share_pct=0
export IMPL_final_core_util_pct=26.3
export IMPL_syn_to_final_growth_pct=95.4
export IMPL_grt_pass1_wl_um=2250
export IMPL_worstSetupPathType="in -> out"
export IMPL_fa_ha_area_share_pct=69.8
export IMPL_cp_num_cells=20
export IMPL_synth_distinct_cells=3
export IMPL_cts_resized=0
export IMPL_max_vdd_ir_drop_mv=0.0117
export IMPL_top_area_share_pct=69.8
export IMPL_ys_cells=37
export IMPL_hold_viol=0
export IMPL_place_area_um2=897
export IMPL_synthesis_area_um2=459
export IMPL_mi_logic_area_um2=320
export IMPL_antenna_found_initial=0
export IMPL_highest_layer="met3"
export IMPL_crit_top_cell="fa_1"
export IMPL_synth_area_per_cell_um2=12.4
==> logic make-up (layout without fill, tap and decap cells) <==
kind of cell | Yosys count | after routing
buffers and inverters | 21 | 55
adders and majority gates | 16 | 16
==> layout make-up <==
class / count / share of cell area [%]
inverters: 5 / 2.09
repair buffers: 50 / 55.8
multi-input cells: 16 / 35.7
well taps: 46 / 6.42
==> per-layer routing <==
metal  GRT usage (%)  vias to the layer above
li1                -                      158
met1            5.18                      170
met2            4.82                       52
met3            6.59                        0
met4               0                        0
met5               0                        -
==> report_power, final <==
part	switching (mW)	internal (mW)
Combinational	0.00863	0.0255
Sequential	0	0
Clock	0	0
==> placed cells by master, fill, tap and decap left out, drive strengths merged <==
cell type,netlist,routed
clkdlybuf4s50,0,50
fa,16,16
inv,5,5
==> synth_stat cells <==
| cell | n |
|---|---|
| fa_1 | 16 |
| buf_4 | 16 |
| inv_1 | 5 |
==> worst min-delay path by stage <==
stage        start  end  slack (ns)
4_1_cts   OP_A[15]  CYO        7.28
5_1_grt   OP_A[15]  CYO        7.32
6_report  OP_A[15]  CYO        7.26
