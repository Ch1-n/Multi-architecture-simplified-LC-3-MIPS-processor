<file path="./config.mk">
export PLATFORM = sky130hd
export DESIGN_NAME = pc
export DESIGN_NICKNAME = pc
export VERILOG_FILES = /design/flow/design.v
export SDC_FILE = /design/flow/constraint.sdc
export NUM_CORES = 4
export LEC_CHECK = 1
export CORE_AREA = 10 10 85 85
export DIE_AREA = 0 0 95 95
</file>
<file path="./constraint.sdc">
current_design pc

set clk_period 3.0
set clk_io_pct 0.2

create_clock -name clk0 -period $clk_period [get_ports {CLK}]

set non_clock_inputs [all_inputs -no_clocks]
set_input_delay [expr $clk_period * $clk_io_pct] -clock clk0 $non_clock_inputs
set_output_delay [expr $clk_period * $clk_io_pct] -clock clk0 [all_outputs]
</file>
<file path="./design.v">
module inc1(D_IN, D_OUT);
    input [15:0]  D_IN;
    output [15:0] D_OUT;
    assign D_OUT = D_IN + 1; 
endmodule
module  inc1_tb;
    reg [15:0]  D_IN;    
    wire[15:0]  D_OUT;   
    inc1 INC_PC(.D_IN(D_IN),.D_OUT(D_OUT));  
    initial begin
        $monitor("D_IN = %h , D_OUT = %h",D_IN,D_OUT);
        #10 D_IN = 16'h1234;
        #10 D_IN = 16'h0000;
        #10 D_IN = 16'hffff;
        #10 D_IN = 16'h000f;
    end
endmodule
module mux16_4to1(SEL, D_IN0, D_IN1, D_IN2, D_IN3, D_OUT);
   input [1:0]   SEL;
   input [15:0]  D_IN0;
   input [15:0]  D_IN1;
   input [15:0]  D_IN2;
   input [15:0]  D_IN3;
   output [15:0] D_OUT;
   reg [15:0] D_OUT;
   always @(SEL,D_IN0,D_IN1,D_IN2,D_IN3) begin
      case (SEL)
         2'b00: D_OUT <= D_IN0;
         2'b01: D_OUT <= D_IN1; 
         2'b10: D_OUT <= D_IN2;
         2'b11: D_OUT <= D_IN3;
         default: D_OUT <= 0; 
      endcase
   end   
endmodule
module  mux16_4to1_tb;
   reg [15:0]  D_IN0,D_IN1,D_IN2,D_IN3;    
   reg [ 1:0]  SEL;
   wire[15:0]  D_OUT;   
   mux16_4to1 U_mux16_4to1(.SEL(SEL),
                           .D_IN0(D_IN0),
                           .D_IN1(D_IN1),
                           .D_IN2(D_IN2),
                           .D_IN3(D_IN3),
                           .D_OUT(D_OUT)); 
   initial begin
      $monitor("SEL = %h , D_IN0 = %h ,D_IN1 = %h ,D_IN2 = %h ,D_IN3 = %h ,D_OUT = %h",SEL,D_IN0,D_IN1,D_IN2,D_IN3,D_OUT);
      D_IN0 = 16'h1234;
      D_IN1 = 16'h1111;
      D_IN2 = 16'h0011;
      D_IN3 = 16'h1001;
      #10 SEL = 2'b00;
      #10 SEL = 2'b01;
      #10 SEL = 2'b10;
      #10 SEL = 2'b11;
   end
endmodule
module pc(CLK, RESET,LD, PCSEL, OFFSET, DIRECT, PC_OUT);
    input         CLK;
    input         RESET;
    input         LD;
    input [1:0]   PCSEL;
    input [15:0]  OFFSET;
    input [15:0]  DIRECT;
    output [15:0] PC_OUT;
    wire [15:0]   PC_REG_IN;
    reg [15:0]    PC_REG_OUT;
    wire [15:0]   PLUS_ONE;
    mux16_4to1 pc_mux(.SEL(PCSEL), .D_IN0(PLUS_ONE), .D_IN1(OFFSET), .D_IN2(DIRECT), .D_IN3(), .D_OUT(PC_REG_IN));
    always @(posedge CLK)
    begin: pc_reg
        if (RESET) PC_REG_OUT<=0;
        else if ( LD == 1'b1)
            PC_REG_OUT <= PC_REG_IN;
        else 
            PC_REG_OUT <= PC_REG_OUT;
    end
    inc1 pc_inc(.D_IN(PC_REG_OUT), .D_OUT(PLUS_ONE));
    assign PC_OUT = PC_REG_OUT;
endmodule
module pc_tb;
    reg          CLK;
    reg          RESET;
    reg          LD;
    reg  [1:0]   PCSEL;
    reg  [15:0]  OFFSET;
    reg  [15:0]  DIRECT;
    wire [15:0] PC_OUT;
    reg [3:0]i;
    pc U_pc(CLK, RESET,LD, PCSEL, OFFSET, DIRECT, PC_OUT);
    always #10 CLK=~CLK;
    initial begin
        $monitor("LD=%b, PCSEL=%b, OFFSET=%b, DIRECT=%b, PC_OUT=%b",LD, PCSEL, OFFSET, DIRECT, PC_OUT);
        CLK = 0;
        RESET =1;
        LD=0;
        #20;
        LD=1;
        RESET =0;
        #30;
        PCSEL=0;
        OFFSET= 'b11111;
        DIRECT= 16'd123;
        for ( i = 0 ; i<= 4 ; i=i+1 ) begin
            #40 PCSEL = PCSEL +1;
        end
    end
endmodule
</file>
<file path="./run.sh">
#!/bin/bash
# OpenROAD 26Q1-2900-gdf79404cd8, Yosys 0.63+post, stock flow scripts
make -C /OpenROAD-flow-scripts/flow DESIGN_CONFIG=/design/flow/config.mk WORK_HOME=/design/flow/orfs finish
</file>
==> CHANGELOG.md <==
## Implementation

* Top sig layer: met4
* IO Pins at approximately 53
* Most flops, register: PC_REG_OUT
* Critical Path Start: PCSEL[0]
* Number of flip-flops in the largest register at 16
* Vias in the first global route at ~1400
* WL met3 at approximately 280 um
* Flip-flops with a built-in enable at 0
* Pwr Density at roughly 330 nW/um^2
* Post-route core utilization at 32.4%
* Final WL at 4300 um
* Number of placed cells counting well taps at 261
* Worst R2R End: PC_REG_OUT[14]
* CP cell instances: clkdlybuf4s50_1, inv_1, ha_1, buf_4, nand2b_1, o32a_1, a21oi_1
* Die Ht at between 90 and 100 um
* Count of tool warnings at 26
* VDD IR max at 184 uV
* Met2 WL at 2140 um
* CTS tree: built
* Status: complete, no violations
* Yosys Instances at 145
* Synth Flop Type: dfxtp_1
* Placer congestion estimate at around 0.86
* Final hold viol count at 0
* Cells after Synth at around 150
* Synth async-reset ratio at 0%
* Via/cell ratio at around 5.0
* Most instantiated logic cells after routing: 52 x clkdlybuf4s50_1, 16 x dfxtp_1, 16 x a21oi_1
* Core area at ~5500 um^2
* WL met1 at 1870 um
* Largest net degree at the start of global routing at 19
* Critical Path RT at approximately 3.2 ns
* Part of the Yosys area used for sequential elements at approximately 28%
* Top Registers: PC_REG_OUT x16
* Critical Setup Path Class: primary input to flop
* Root Driver: clkbuf_8
* GRT Residual Overflow at 0
* Slew @ Worst Pin at between 0.6 and 0.7 ns
* Post-DRT Antenna Nets at 0
* Max-slew headroom at the worst pin at between 50% and 60%
* Number of gates resized after cts at 0
* CP Max Fanout at 12
* Row cnt at 27
* Total GRT Usage at approximately 9.6%
* H-Tree Depth at 1
* Filler cells at 582
* Die width at 95 um
* Fin Setup TNS at 0 ns
* Pleak at around 0.61 nW
* Number of max-cap violations at 0
* Synth-to-Final Area Change at 54.8%
* CP Launch Type: primary input
* Clock Pin Slew Worst Setup and Hold Paths at ~0.060 ns
* Worst Setup EP: PC_REG_OUT[9]
* HPWL after DPL at ~3300 um
* Worst Hold Class: flop to flop
* Fp_density at between 20% and 30%
* Reg2Reg Depth at 5
* Ys flops at 16
* CP max stage delay at 0.50 ns
* RSZ-0062 raised after global routing: no
* Fin crit share at 75.1%
* Reg-to-Reg Start: PC_REG_OUT[0]
* Final tally of max-slew violations at 0
* Clk_skew at 0.00241 ns
* Iteration-0 DRC Markers at around 150
* Max Buffers Root-to-Sink at 2
* Synth cell types at 38
* Post-CTS setup buffer count at 0
* Avg Inst Size Synth at 7.90 um^2
* Critical-path top delay cell: ha_1
* Worst Path Arrival at around 2.4 ns
* Initial antenna violation count at 0
* Non-Filler Instances at approximately 260
* Late-Pin Clk Latency at about 0.25 ns
* Wire length per cell at 16.3 um
* CTS buffer count at 3
* Cell Area, Synth at 1150 um^2
* Post-layout minimum cycle time at around 2.3 ns
* Remaining DRCs at 0
* Commonest Layout Cell: clkdlybuf4s50_1
* Synth warn at 18
* Fmax at between 400 and 500 MHz
* Critical Path End Type: flop
* Layout cells sized above 1 at under 10%
* Clock Sink Count at 16
* N_diodes at 0
* First-pass GRT wire length at approximately 7000 um
* PortBufs at 52
* Final setup fails at 0
* Pre-antenna DRT Iters at 4
* Reg2reg setup slack at between 1 and 1.5 ns
* Via count at 1321
* Synthesis area per yosys at about 1100 um^2
* CTS Hold Bufs at 0
* Chip Area at 9030 um^2
[report_power, final]
group | switching (mW) | internal [mW]
combinational | 0.0719 | 0.107
sequential | 0.0221 | 0.227
clock | 0.0725 | 0.0890
[metrics by stage]
step	setup slack (ns)	power [mW]	hold slack [ns]	instance area, um^2
2_1_floorplan	1.17	0.330	0.497	1150
3_3_place_gp	0.511	0.433	0.548	1730
3_5_place_dp	0.514	0.432	0.555	1730
4_1_cts	0.760	0.596	0.567	1770
5_1_grt	0.593	0.631	0.613	1770
6_report	0.747	0.590	0.564	1770
[per-layer routing]
metal,up-vias,GRT usage (%)
li1,671,-
met1,610,12.5
met2,38,16.5
met3,2,2.56
met4,0,0.499
met5,-,0
[synth_stat cells, drive strengths merged (2+ instances only)]
cell	count	share of area (%)
a221oi	4	3.1
nand3	6	3.1
nor2	11	3.6
nand2	5	1.6
a22oi	9	5.9
nor4	3	2.2
o21ai	8	3.5
o31ai	3	2.0
nor3	3	1.3
mux2i	4	3.5
nand2b	5	2.7
a221o	5	4.4
and2	2	1.1
a21oi	16	7.0
nand4	4	3.8
a211oi	6	3.9
o22ai	3	1.6
clkbuf	6	2.0
inv	6	2.0
buf	5	2.1
ha	3	3.3
dfxtp	16	28
[layout make-up]
class	count	area [um^2]	share of cell area (%)
clock buffers	3	41.3	2.33
inverters	6	22.5	1.27
multi-input cells	112	757	42.7
flip-flops and latches	16	320	18.1
well taps	72	90.1	5.08
repair buffers	55	543	30.6
[cells by family after synthesis]
family                     count (synthesis)  share of synthesized area [%]
AOI/OAI and AO/OA                         61                           36.6
adders and majority gates                  3                           3.28
buffers and inverters                     17                           6.00
DFF                                       16                           27.9
muxes                                      4                           3.49
and+or+nand+nor                           44                           22.7
[worst max-delay path: cells and delay by family]
family                   cells  cell delay, ns
buffers and inverters        3            0.77
adder cells (fa/ha/maj)      1            0.50
AND-OR/OR-AND                2            0.48
AND/OR/NAND/NOR              1            0.07
[worst min path at each step]
stage	start	end	depth (start not counted)
final	PC_REG_OUT[12]	PC_REG_OUT[12]	2
after global routing	PC_REG_OUT[10]	PC_REG_OUT[10]	2
after CTS	PC_REG_OUT[7]	PC_REG_OUT[7]	2
Power is estimated from default activity; no workload was simulated.
