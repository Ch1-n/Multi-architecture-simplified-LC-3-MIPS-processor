==> /design/flow/design.v <==
module mux16_8to1(  SEL,   D_IN0, D_IN1, D_IN2, D_IN3,
                    D_IN4, D_IN5, D_IN6, D_IN7, D_OUT);
   input [2:0]   SEL;
   input [15:0]  D_IN0, D_IN1, D_IN2, D_IN3, D_IN4, D_IN5, D_IN6, D_IN7;
   output [15:0] D_OUT;
   reg [15:0] D_OUT;
   always @(SEL,D_IN0,D_IN1,D_IN2, D_IN3, D_IN4, D_IN5, D_IN6, D_IN7) begin
      case (SEL)
         3'b000: D_OUT = D_IN0;
         3'b001: D_OUT = D_IN1; 
         3'b010: D_OUT = D_IN2;
         3'b011: D_OUT = D_IN3;
         3'b100: D_OUT = D_IN4;
         3'b101: D_OUT = D_IN5; 
         3'b110: D_OUT = D_IN6;
         3'b111: D_OUT = D_IN7;
         default: D_OUT = 0; 
      endcase
   end   
endmodule
module  mux16_8to1_tb;
    reg [15:0]  D_IN0, D_IN1, D_IN2, D_IN3, D_IN4, D_IN5, D_IN6, D_IN7;    
    reg [ 2:0]  SEL;
    wire[15:0]  D_OUT;   
    mux16_8to1 U_mux16_8to1( SEL,   D_IN0, D_IN1, D_IN2, D_IN3,
                                D_IN4, D_IN5, D_IN6, D_IN7, D_OUT); 
    initial begin
        $monitor("SEL = %b ,D_OUT = %h",SEL,D_OUT);
        D_IN0 = 16'h1234;
        D_IN1 = 16'h0123;
        D_IN2 = 16'h0012;
        D_IN3 = 16'h1001;
        D_IN4 = 16'h1234;
        D_IN5 = 16'h0123;
        D_IN6 = 16'h0012;
        D_IN7 = 16'h1001;
        $display("D_IN0 = %h ,D_IN1 = %h ,D_IN2 = %h ,D_IN3 = %h",D_IN0, D_IN1, D_IN2, D_IN3);
        $display("D_IN4 = %h ,D_IN5 = %h ,D_IN6 = %h ,D_IN7 = %h",D_IN4, D_IN5, D_IN6, D_IN7);
        #10 SEL = 3'b000;
        #10 SEL = 3'b001;
        #10 SEL = 3'b010;
        #10 SEL = 3'b011;
        #10 SEL = 3'b100;
        #10 SEL = 3'b101;
        #10 SEL = 3'b110;
        #10 SEL = 3'b111;
    end
endmodule
==> /design/flow/run.sh <==
#!/bin/bash
# OpenROAD 26Q1-2900-gdf79404cd8, Yosys 0.63+post, stock flow scripts
make -C /OpenROAD-flow-scripts/flow DESIGN_CONFIG=/design/flow/config.mk WORK_HOME=/design/flow/orfs finish
==> /design/flow/config.mk <==
export PLATFORM = sky130hd
export DESIGN_NAME = mux16_8to1
export DESIGN_NICKNAME = mux16_8to1
export VERILOG_FILES = /design/flow/design.v
export SDC_FILE = /design/flow/constraint.sdc
export NUM_CORES = 4
export LEC_CHECK = 1
export CORE_AREA = 10 10 72 72
export DIE_AREA = 0 0 82 82
==> /design/flow/constraint.sdc <==
current_design mux16_8to1

set clk_period 3.4
set clk_io_pct 0.2

create_clock -name clk0 -period $clk_period

set non_clock_inputs [all_inputs -no_clocks]
set_input_delay [expr $clk_period * $clk_io_pct] -clock clk0 $non_clock_inputs
set_output_delay [expr $clk_period * $clk_io_pct] -clock clk0 [all_outputs]
==> results.sh <==
# implementation run metrics
export IMPL_dp_hpwl_um=5420
export IMPL_hold_viol=0
export IMPL_cpMostUsedCell="clkdlybuf4s50_1"
export IMPL_fp_util_pct=30.22
export IMPL_port_buffers=147
export IMPL_hold_ws_ns=2.209
export IMPL_hold_buffers=0
export IMPL_slew_headroom_pct=81.79
export IMPL_drive_above_1_share_pct=5.956
export IMPL_yosysChipArea_um2=1115
export IMPL_viasPerCell=5.052
export IMPL_worst_setup_path_type="input port to output port"
export IMPL_fin_util_pct=70.93
export IMPL_slowest_stage="clkdlybuf4s50_1"
export IMPL_top_layer="met4"
export IMPL_yosys_warnings=1
export IMPL_cap_violations=0
export IMPL_warnings=33
export IMPL_finalCritPeriodShare_pct=95.58
export IMPL_p_per_area_nw_per_um2=121.8
export IMPL_post_cts_buffers=0
export IMPL_gp_congestion=0.8455
export IMPL_end_kind="output port"
export IMPL_placedInstanceArea_um2=2616
export IMPL_final_antenna_net_count=0
export IMPL_grt_overflow_total=0
export IMPL_postRouteWirelength_um=6306
export IMPL_syn_area_um2=1115
export IMPL_setup_viol=0
export IMPL_worst_setup_path_start_kind="input port"
export IMPL_synth_cells_yosys=177
export IMPL_areaGrowthSynthToFinish_pct=134.7
export IMPL_lay_top_cells="clkdlybuf4s50_1 (146), a22oi_1 (23), nor2_1 (20)"
export IMPL_row_count=22
export IMPL_route_met2_wl_um=2861
export IMPL_crit_required_ns=2.72
export IMPL_die_area_um2=6724
export IMPL_antennaDiodeCount=0
export IMPL_avgSynthCellArea_um2=6.298
export IMPL_leakage_nw=1.008
export IMPL_slowest_delay_ns=0.47
export IMPL_status="completed"
export IMPL_antenna_found_initial=0
export IMPL_tightest_slew_ns=0.2732
export IMPL_layout_top_cell="clkdlybuf4s50_1"
export IMPL_path_buffers=4
export IMPL_avgRoutedWirePerCell_um=17.18
export IMPL_ff_count=0
export IMPL_fin_crit_ns=3.250
export IMPL_crit_chain="clkdlybuf4s50_1 > buf_12 > or3_1 > buf_4 > nor2_1 > a31oi_1 > clkdlybuf4s50_1"
export IMPL_clock_buffers=0
export IMPL_drcViolationCount=0
export IMPL_path_max_fanout=22
export IMPL_ios=147
export IMPL_vias=1854
export IMPL_dr_first_iter_drc_count=65
export IMPL_synth_seq_share_pct=0
export IMPL_die_width_um=82
export IMPL_synth_cell_types=27
export IMPL_ir_worst_vdd_mv=0.06966
export IMPL_fin_tns_setup_ns=0
export IMPL_core_um2=3689
export IMPL_rsz0062_at_grt="false"
export IMPL_arrival_ns=2.57
export IMPL_hold_start="SEL[1]"
export IMPL_crit_family="buffers and inverters"
export IMPL_grt_pass1_vias=1835
export IMPL_ctsResizeCount=0
export IMPL_min_path_type="input port to output port"
export IMPL_wl_met3_um=847
export IMPL_first_pass_iters=4
export IMPL_drv_slew=0
export IMPL_die_h_um=82
export IMPL_finalInstanceArea_um2=2616
export IMPL_synthCells=177
export IMPL_regArea_um2=0
export IMPL_timing_fmax_mhz=307.7
export IMPL_startpoint="SEL[0]"
export IMPL_grt_pass1_wl_um=9308
export IMPL_grt_util_all_layers_pct=17.30
export IMPL_wl_met1_um=2512
export IMPL_grt_max_degree=27
export IMPL_power_w=0.0003188
per-layer routing:
| metal | vias to the layer above | global-route usage, % |
|---|---|---|
| met5 | - | 0 |
| met4 | 0 | 2.211 |
| met3 | 6 | 6.938 |
| met2 | 102 | 28.06 |
| met1 | 802 | 21.69 |
| li1 | 944 | - |
report_power, final:
part | total (W) | switching (W) | leakage, nW | internal [W]
clock network | 0 | 0 | 0 | 0
logic | 0.000319 | 0.0000926 | 1.01 | 0.000226
registers | 0 | 0 | 0 | 0
synthesized netlist by cell type, types with 2 or more instances:
library cell,instances,area share [%]
a22o_1,4,3.1
a31oi_1,12,6.7
nand2_1,15,5.1
a22oi_1,23,15
buf_4,4,2.7
o21ai_0,13,5.8
nor2b_1,2,1.1
buf_6,6,6.1
nand3_1,11,4.9
nor2_1,20,6.7
a21oi_1,12,5.4
nand2b_1,15,8.4
buf_2,6,2.7
mux2i_1,15,13
a221oi_1,3,2.4
inv_1,3,1.0
clkbuf_1,2,0.67
nor2b_4,2,2.5
cell type report:
class,instances,area (um2)
well taps,48,60.06
multi-input cells,156,968.4
repair buffers,160,1577
fillers,311,1072
inverters,3,11.26
worst paths after layout:
kind / slack (ns) / cells past startpoint / to
setup / recovery: 0.15 / 7 / D_OUT[6]
hold / removal: 2.21 / 4 / D_OUT[11]
through the flow:
step                std cells  worst slack (ns)
floorplan                 177             1.211
global placement          367            0.1684
detailed placement        367            0.1433
CTS                       367            0.1426
global route              367           0.03219
finish                    367            0.1504
cells by family (layout without fill, tap and decap cells):
group	count (synthesis)	in the layout	share of synthesized area [%]
buf+inv	21	163	13.13
simple gates	72	72	32.89
mux	16	16	14.48
compound gates	68	68	39.51
Power and IR drop assume default switching activity.
